$ cat design.v
module conv2_layer_summary (
    input clk,
    input rst_n,
    input valid_in,
    input [11:0] max_value_1, max_value_2, max_value_3,
    output reg [11:0] conv2_out_1, conv2_out_2, conv2_out_3,
    output reg valid_out_conv2
);
    wire signed [11:0] ext_bias0 = 12'd0;
    wire signed [11:0] ext_bias1 = 12'd0;
    wire signed [11:0] ext_bias2 = 12'd0;
    reg [4:0] counter;
    reg signed [13:0] sum1, sum2, sum3;
    reg valid_flag;
    always @(posedge clk or negedge rst_n) begin
        if (!rst_n) begin
            counter <= 0;
            sum1 <= 0;
            sum2 <= 0;
            sum3 <= 0;
            valid_out_conv2 <= 0;
        end else if (valid_in) begin
            sum1 <= sum1 + max_value_1;
            sum2 <= sum2 + max_value_2;
            sum3 <= sum3 + max_value_3;
            counter <= counter + 1;
            if (counter == 24) begin  
                conv2_out_1 <= sum1[12:1] + ext_bias0;
                conv2_out_2 <= sum2[12:1] + ext_bias1;
                conv2_out_3 <= sum3[12:1] + ext_bias2;
                valid_out_conv2 <= 1;
                sum1 <= 0;
                sum2 <= 0;
                sum3 <= 0;
                counter <= 0;
            end else begin
                valid_out_conv2 <= 0;
            end
        end else begin
            valid_out_conv2 <= 0;
        end
    end
endmodule
$ cat run.sh
#!/bin/bash
# OpenROAD 26Q1-2900-gdf79404cd8, Yosys 0.63+post, stock flow scripts
make -C /OpenROAD-flow-scripts/flow DESIGN_CONFIG=/design/flow/config.mk WORK_HOME=/design/flow/orfs finish
$ cat config.mk
export PLATFORM = sky130hd
export DESIGN_NAME = conv2_layer_summary
export DESIGN_NICKNAME = conv2_layer_summary
export VERILOG_FILES = /design/flow/design.v
export SDC_FILE = /design/flow/constraint.sdc
export NUM_CORES = 4
export LEC_CHECK = 1
export CORE_UTILIZATION = 50
$ cat constraint.sdc
current_design conv2_layer_summary

set clk_period 10.0
set clk_io_pct 0.2

create_clock -name clk0 -period $clk_period [get_ports {clk}]

set non_clock_inputs [all_inputs -no_clocks]
set_input_delay [expr $clk_period * $clk_io_pct] -clock clk0 $non_clock_inputs
set_output_delay [expr $clk_period * $clk_io_pct] -clock clk0 [all_outputs]
==> impl_metrics.yaml <==
# synthesis and place-and-route metrics
status:
  outcome: "completed"
setup_path:
  cp.arrival_ns: 4.72
  worstPathMaxFanout: 50
  worstSetupEndpointType: "flip-flop"
  required_ns: 10.27
  start_kind: "primary input"
  worstSetupPathType: "primary input to flip-flop"
grt:
  grt_pass1_vias: 3217
  grt-ovfl-total: 0
  grt_pass1_wl_um: 15300
  grt_usage: 0.209
  antenna_found_initial: 0
  grt_max_degree: 51
sta:
  relSlewSlack: 0.477
  grt_setup_unrepaired: "no"
  fin_skew_ns: 0.0102
  hold_viol: 0
  fin_hold_ws_ns: 0.487
  clock.fmax_mhz: 224
  tightest_slew_ns: 0.780
  finalCritPeriodShare: 0.446
  finalSetupViolCount: 0
  slew_violations: 0
  timing.setup.tns_ns: 0
  period_needed_ns: 4.46
power:
  vdd_drop_max_mv: 0.149
  p_leak_nw: 2.38
  power.density_mw_per_mm2: 269
final_layout:
  regArea_sq_mm: 0.00221
  final-comb-area_sq_mm: 0.00215
  nFillCells: 692
  syn2layout_area_growth_pct: 22.9
  drive_above_1_share: 0.0700
  lay_top_count: "clkdlybuf4s50_1"
  final_cell_mix: "clkdlybuf4s50_1, dfrtp_1, ha_1"
cts:
  cts_num_sinks: 81
  insertion_delay_ns: 0.35
  htreeDepth: 3
  cts_setup_buffers: 0
  cts_tree: "built"
  cts-hold-fix-buffers: 0
  cts_resized: 0
  clk_pin_slew_ns: 0.08
  cts_buffers: 9
  cts-root-buf: "clkbuf_8"
  ctsLongestPathBuffers: 2
floorplan:
  die_y_um: 97.3
  fp_util: 0.519
  coreArea_sq_mm: 0.00876
  rows: 34
  io_pins: 76
  die_w_um: 97.3
  chip_area_sq_mm: 0.00947
synthesis:
  top_logic_kind: "AND-OR/OR-AND gates"
  synth-edff-count: 36
  synth_cell_type_count: 49
  synth_cells: 419
  yosys.area_share.simple: 0.118
  ys_cells: 419
  ys_warn_count: 1
  synth_area_per_cell_sq_um: 10.8
  yosys_area_sq_mm: 0.00454
  netlist_area_sq_mm: 0.00454
  ys_async_sr_fraction: 0.556
  xor_share: 0.0366
  ys_sh_adder: 0.118
  mux_share: 0.00220
  synthAoiAreaFrac: 0.199
  ys.flop_type: "dfrtp_1"
  ys_seq_share: 0.486
  ys.flops: 81
detailed_routing:
  drt-initial-drc-count: 155
  vias: 3374
  vias_per_cell: 5.55
  ant_nets: 0
  drc_errors: 0
  drt-total-wl_um: 9140
  first_pass_iters: 4
  n_antenna_cell: 0
  wire_per_inst_um: 15.0
placement:
  place_congestion: 0.826
  dpl.hpwl_um: 6200
  io_buffers: 75
job:
  warning_count: 27
  drv_cap: 0
worst_hold_path:
  hold_path_class: "flip-flop to flip-flop"
## synth_stat cells, types with 2 or more instances
master,instances,area share
a31o_1,3,0.0058
nor2b_1,2,0.0028
a21boi_0,3,0.0050
xnor2_1,10,0.019
dfrtp_1,45,0.25
nand2_1,32,0.026
and3_1,8,0.011
nand2b_1,8,0.011
nand3_1,14,0.015
a31oi_1,9,0.012
xor2_1,9,0.017
a211oi_1,6,0.0099
fa_1,3,0.013
o211ai_1,9,0.015
or4_1,3,0.0050
ha_1,38,0.10
o31ai_1,7,0.012
a221oi_1,3,0.0058
a22o_1,8,0.015
a21oi_2,3,0.0058
edfxtp_1,36,0.24
nor3_1,3,0.0033
nor2_1,10,0.0083
o2bb2ai_1,3,0.0058
clkbuf_1,5,0.0041
a21oi_1,25,0.028
buf_2,4,0.0044
nand4_1,12,0.017
o22ai_1,2,0.0028
a31o_2,5,0.0096
inv_1,28,0.023
a21o_1,14,0.023
buf_6,2,0.0050
o31ai_2,2,0.0055
buf_1,2,0.0017
o21ai_0,26,0.029
or3_1,5,0.0069
## layer usage
metal  vias to the layer above  track usage  wire, um
li1                       1723            -         -
met3                        13       0.0359       340
met4                         0       0.0328       144
met5                         -            0         0
met2                        74        0.314      4170
met1                      1564        0.350      4490
## worst paths after layout
path	from	endpoint	slack, ns	cells after the start
min in group asynchronous	rst_n	sum2[6]	1.73	2
min	sum1[6]	conv2_out_1[5]	0.49	0
min reg2reg	sum1[6]	conv2_out_1[5]	0.49	0
max	valid_in	sum2[12]	5.54	7
max in group asynchronous	rst_n	sum3[0]	7.82	2
max reg2reg	counter[0]	conv2_out_2[10]	7.49	5
## registers in the layout (all words and copies together), names as in the netlist
| register | cells |
|---|---|
| conv2_out_1 | 12 |
| conv2_out_3 | 12 |
| sum1 | 13 |
| sum3 | 13 |
| sum2 | 13 |
| valid_out_conv2 | 1 |
| conv2_out_2 | 12 |
| counter | 5 |
## critical path, stage by stage
cell	delay, ns
clkdlybuf4s50_1	0.45
buf_4	0.41
clkinv_1	0.77
nor2_4	0.64
nor2_1	0.07
a31o_2	0.22
a31oi_1	0.13
## area by class of cell
type,count,area share
clock buffers,12,0.0242
clock inverters,4,0.0123
flip-flops and latches,81,0.395
multi-input cells,295,0.386
inverters,29,0.0195
repair buffers,79,0.139
well taps,108,0.0242
## power breakdown
group	total, mW	switching, mW	internal [mW]	leakage [nW]
sequential	0.542	0.0771	0.465	0.872
combinational	0.708	0.377	0.331	1.41
clock	0.253	0.113	0.140	0.102
total	1.50	0.567	0.935	2.38
## kinds of logic after synthesis
family	count (synthesis)
AOI/OAI and AO/OA	131
and+or+nand+nor	103
DFF	81
buffers and inverters	43
adders and majority gates	41
xor gates and xnor gates	19
muxes	1
## per-stage QoR
stage | area [sq um] | instances | worst slack [ns] | utilization | total power, mW
finish | 5580 | 608 | 5.54 | 0.637 | 1.50
global route | 5580 | 608 | 5.26 | 0.637 | 1.63
CTS | 5580 | 608 | 5.52 | 0.637 | 1.51
detailed placement | 5380 | 592 | 5.17 | 0.614 | 1.25
global placement | 5380 | 592 | 5.23 | 0.614 | 1.24
floorplan | 4540 | 419 | 6.09 | - | 1.10
Power is estimated from default activity; no workload was simulated.
