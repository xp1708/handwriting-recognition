**./design.v**
```verilog
module fully_connected_simple  (
    input clk,
    input rst_n,
    input valid_in,
    input signed [11:0] data_in_1, data_in_2, data_in_3,
    output reg [11:0] data_out,
    output reg valid_out_fc
);
    reg [5:0] counter;
    reg signed [19:0] acc;
    wire signed [13:0] ext_data1 = (data_in_1[11]) ? {2'b11, data_in_1} : {2'b00, data_in_1};
    wire signed [13:0] ext_data2 = (data_in_2[11]) ? {2'b11, data_in_2} : {2'b00, data_in_2};
    wire signed [13:0] ext_data3 = (data_in_3[11]) ? {2'b11, data_in_3} : {2'b00, data_in_3};
    always @(posedge clk or negedge rst_n) begin
        if (!rst_n) begin
            counter <= 0;
            acc <= 0;
            valid_out_fc <= 0;
            data_out <= 0;
        end else if (valid_in) begin
            acc <= acc + ext_data1 + ext_data2 + ext_data3;
            counter <= counter + 1;
            if (counter == 15) begin  
                data_out <= acc[18:7];
                valid_out_fc <= 1;
                acc <= 0;
                counter <= 0;
            end else begin
                valid_out_fc <= 0;
            end
        end else begin
            valid_out_fc <= 0;
        end
    end
endmodule
```
**./run.sh**
```bash
#!/bin/bash
# OpenROAD 26Q1-2900-gdf79404cd8, Yosys 0.63+post, stock flow scripts
make -C /OpenROAD-flow-scripts/flow DESIGN_CONFIG=/design/flow/config.mk WORK_HOME=/design/flow/orfs finish
```
**./config.mk**
```make
export PLATFORM = sky130hd
export DESIGN_NAME = fully_connected_simple
export DESIGN_NICKNAME = fully_connected_simple
export VERILOG_FILES = /design/flow/design.v
export SDC_FILE = /design/flow/constraint.sdc
export NUM_CORES = 4
export LEC_CHECK = 1
export CORE_UTILIZATION = 40
```
**./constraint.sdc**
```tcl
current_design fully_connected_simple

set clk_period 7.1
set clk_io_pct 0.2

create_clock -name clk0 -period $clk_period [get_ports {clk}]

set non_clock_inputs [all_inputs -no_clocks]
set_input_delay [expr $clk_period * $clk_io_pct] -clock clk0 $non_clock_inputs
set_output_delay [expr $clk_period * $clk_io_pct] -clock clk0 [all_outputs]
```
==> flow_summary.json <==
{
  "topCellsByArea": "dfrtp_1, fa_1, ha_1, inv_1, mux2_2",
  "hold_end": "acc[18]$_DFFE_PN0P_",
  "drc": 0,
  "worstPathArrival_ns": 5.18,
  "finalSetupTns_ns": 0,
  "dp_slack_ns": 1.82,
  "netlist.area_leader.share_pct": 31.8,
  "dieArea_sq_um": 7820,
  "dieWidth_um": 88.4,
  "grt_start_max_net_pins": 39,
  "pwr-share-clk_pct": 9.0,
  "setup_slack_ns": 2.10,
  "pwr-share-seq_pct": 23.2,
  "clock-sinks": 38,
  "netlist_area_sq_um": 2990,
  "route.met3.wl_um": 223,
  "syn_avg_cell_area_sq_um": 10.4,
  "synthFlopType": "dfrtp_1",
  "crit_fanout": 3,
  "wl_met1_um": 2640,
  "power_mw": 1.67,
  "top_area_cell": "dfrtp_1",
  "die_h_um": 88.4,
  "p_sw_share_pct": 42.7,
  "hold_path.startpoint": "acc[18]$_DFFE_PN0P_",
  "cts_tree": "yes",
  "required_ns": 7.27,
  "status": "completed",
  "grt_util_all_layers_pct": 16.2,
  "cts.clk_slew.worst_paths_ns": 0.07,
  "r2r_cells": 12,
  "synth_chip_area_sq_um": 2990,
  "fmax_mhz": 200,
  "ctsResizeCount": 0,
  "edf_count": 0,
  "place.gp.congestion": 0.869,
  "slew_violations": 0,
  "yosys-stat-cells": 288,
  "rsz0062_at_grt": "no",
  "finalCriticalPeriod_ns": 5.00,
  "yosysSeqAreaShare_pct": 31.8,
  "dp.final_hpwl_um": 4280,
  "rr_startpoint": "acc[1]$_DFFE_PN0P_",
  "ir_worst_vdd_uv": 192,
  "hold_violations": 0,
  "portBuffers": 51,
  "detail_route.wl_per_cell_um": 12.0,
  "hold_path_class": "reg -> reg",
  "netlist-cell-type-count": 34,
  "route.met2.wl_um": 2360,
  "cp-startpoint": "data_in_1[1]",
  "slowest_delay_ns": 0.52,
  "p_sw_mw": 0.713,
  "critPathSlowestCell": "fa_1",
  "startpoint_type": "input pin",
  "cts_buffer_depth": 2,
  "via_per_inst": 4.77,
  "tightest_slew_ns": 0.843,
  "antenna_found_initial": 0,
  "coreArea_sq_um": 7250,
  "synth_cells": 288,
  "area_delta_synth_final_pct": 24.1,
  "p_leak_nw": 1.82,
  "root_buffer": "clkbuf_8",
  "p_per_area_nw_per_um2": 451,
  "post_cts_buffers": 0,
  "fillers": 686,
  "endpoint_kind": "flop",
  "openroad.warnings": 26,
  "first_global_vias": 2091,
  "pin_count": 52,
  "p_comb_share_pct": 67.9,
  "dr.pass1.iters": 6,
  "hold_buffers": 0,
  "layout-drive-gt1-share_pct": 7.27,
  "clock_skew_ns": 0.00342,
  "routed.top_layer": "met4",
  "synth_warnings": 1,
  "antenna_cells": 0,
  "htree_levels": 2,
  "ys_seq_elements": 38,
  "clk_latency_ns": 0.28,
  "post-route-period-util_pct": 70.5,
  "grt_pass1_wl_um": 9560,
  "setup_viol": 0,
  "relSlewSlack_pct": 43.6,
  "maxCapViolCount": 0,
  "r2r-end": "acc[17]$_DFFE_PN0P_",
  "path_cells": "clkdlybuf4s50_1 > inv_1 > fa_1 > fa_1 > inv_1 > ha_1 > fa_1 > a21o_1 > a21oi_1 > o21ai_1 > a221o_1 > a221oi_2 > xnor2_1 > a22o_1",
  "vias": 2115,
  "intPower_mw": 0.957,
  "critPathKind": "in -> reg",
  "overflow": 0,
  "cpMostUsedCell": "fa_1",
  "rows": 31,
  "fp_util_pct": 41.2,
  "synthArstFlopShare_pct": 100,
  "hold_depth": 1,
  "wl_um": 5300,
  "cts_buffers": 5,
  "dr.first_iter.drc_count": 54,
  "drtAntennaViolNets": 0,
  "ff2ff_setup_slack_ns": 3.83
}
power by group through the flow:
stage	combinational, mW	clock (mW)	sequential, mW
6_report	1.13	0.150	0.387
5_1_grt	1.29	0.164	0.405
4_1_cts	1.14	0.155	0.390
sequential cells by signal, summed over array words and instances (netlist names):
name          flops
data_out         12
counter           6
valid_out_fc      1
acc              19
worst max-delay path, delay by kind of cell:
| family | cells | cell delay (ns) |
|---|---|---|
| adders and majority gates | 4 | 1.63 |
| buffers and inverters | 3 | 0.54 |
| AOI/OAI and AO/OA | 6 | 1.49 |
| xor gates and xnor gates | 1 | 0.09 |
stage by stage:
stage / utilization, % / hold slack, ns / cell area (sq um) / std cells
after floorplan: - / 0.445 / 2990 / 288
after global placement: 49.9 / 0.465 / 3620 / 435
after detailed placement: 49.9 / 0.476 / 3620 / 435
after CTS: 51.1 / 0.486 / 3710 / 443
after global routing: 51.1 / 0.508 / 3710 / 443
final: 51.1 / 0.480 / 3710 / 443
cells by family (layout without fill, tap and decap cells):
logic type,count (synthesis),in the layout,synth area share [%]
compound gates,58,58,13.5
xor+xnor,20,20,5.87
flops,38,38,31.8
mux,15,15,5.57
simple gates,38,38,6.03
fa+ha+maj,50,50,28.5
buf+inv,69,125,8.71
layout by cell type, fill, tap and decap left out, types with 6 or more instances in the layout:
| master | instances |
|---|---|
| mux2_2 | 13 |
| o21a_1 | 6 |
| dfrtp_1 | 38 |
| inv_1 | 63 |
| xnor2_1 | 9 |
| a22o_1 | 8 |
| o21ai_0 | 6 |
| clkbuf_8 | 6 |
| a21o_1 | 7 |
| nand2_1 | 15 |
| o22ai_1 | 8 |
| xor2_1 | 11 |
| fa_1 | 30 |
| nor2_1 | 7 |
| clkdlybuf4s50_1 | 50 |
| ha_1 | 20 |
| a21oi_1 | 11 |
cells in the mapped netlist (3+ instances only):
cell type and instances:
inv_1 63, dfrtp_1 38, fa_1 30, ha_1 20
nand2_1 15, mux2_2 13, a21oi_1 11, xor2_1 11
xnor2_1 9, a22o_1 8, o22ai_1 8, a21o_1 7
nor2_1 7, o21a_1 6, o21ai_0 6, nand4_1 5
clkbuf_1 4, nand3_1 3, nor3_1 3
worst max path at each step:
stage,to,slack [ns],cells past startpoint
after CTS,acc[17]$_DFFE_PN0P_,2.11,14
after global routing,acc[17]$_DFFE_PN0P_,1.88,14
final,acc[17]$_DFFE_PN0P_,2.10,14
cell type report:
type / count / area (sq um) / share of cell area (%)
inverters: 64 / 240 / 6.48
clock buffers: 7 / 86.3 / 2.33
well taps: 99 / 124 / 3.34
flip-flops and latches: 38 / 951 / 25.6
multi-input cells: 181 / 1780 / 48.0
clock inverters: 1 / 5.00 / 0.135
repair buffers: 53 / 520 / 14.0
routing by layer:
metal | up-vias | GRT usage, %
li1 | 1061 | -
met1 | 1002 | 27.7
met2 | 47 | 24.3
met3 | 5 | 1.70
met4 | 0 | 1.61
met5 | - | 0
Power and IR drop assume default switching activity.
