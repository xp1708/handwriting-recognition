File: config.mk
export PLATFORM = sky130hd
export DESIGN_NAME = maxpool_relu_simple
export DESIGN_NICKNAME = maxpool_relu_simple
export VERILOG_FILES = /design/flow/design.v
export SDC_FILE = /design/flow/constraint.sdc
export NUM_CORES = 4
export LEC_CHECK = 1
export CORE_UTILIZATION = 40
File: constraint.sdc
current_design maxpool_relu_simple

set clk_period 1.1
set clk_io_pct 0.2

create_clock -name clk0 -period $clk_period [get_ports {clk}]

set non_clock_inputs [all_inputs -no_clocks]
set_input_delay [expr $clk_period * $clk_io_pct] -clock clk0 $non_clock_inputs
set_output_delay [expr $clk_period * $clk_io_pct] -clock clk0 [all_outputs]
File: design.v
module maxpool_relu_simple #(
    parameter CONV_BIT = 12
)(
    input clk,
    input rst_n,
    input valid_in,
    input signed [CONV_BIT-1:0] conv_out_1,
    input signed [CONV_BIT-1:0] conv_out_2,
    input signed [CONV_BIT-1:0] conv_out_3,
    output reg [CONV_BIT-1:0] max_value_1,
    output reg [CONV_BIT-1:0] max_value_2,
    output reg [CONV_BIT-1:0] max_value_3,
    output reg valid_out_relu
);
    wire signed [CONV_BIT-1:0] max1 = (conv_out_1 > conv_out_2) ? conv_out_1 : conv_out_2;
    wire signed [CONV_BIT-1:0] max2 = (conv_out_2 > conv_out_3) ? conv_out_2 : conv_out_3;
    wire signed [CONV_BIT-1:0] max3 = (conv_out_3 > conv_out_1) ? conv_out_3 : conv_out_1;
    wire signed [CONV_BIT-1:0] relu1 = (max1 > 0) ? max1 : 0;
    wire signed [CONV_BIT-1:0] relu2 = (max2 > 0) ? max2 : 0;
    wire signed [CONV_BIT-1:0] relu3 = (max3 > 0) ? max3 : 0;
    always @(posedge clk or negedge rst_n) begin
        if (!rst_n) begin
            max_value_1 <= 0;
            max_value_2 <= 0;
            max_value_3 <= 0;
            valid_out_relu <= 0;
        end else if (valid_in) begin
            max_value_1 <= relu1;
            max_value_2 <= relu2;
            max_value_3 <= relu3;
            valid_out_relu <= 1;
        end else begin
            valid_out_relu <= 0;
        end
    end
endmodule
File: run.sh
#!/bin/bash
# OpenROAD 26Q1-2900-gdf79404cd8, Yosys 0.63+post, stock flow scripts
make -C /OpenROAD-flow-scripts/flow DESIGN_CONFIG=/design/flow/config.mk WORK_HOME=/design/flow/orfs finish
==> impl_metrics.sql <==
-- flow metrics import
INSERT INTO impl_metrics (metric_group, metric, value, unit) VALUES
('status', 'run_status', 'complete, but fails checks', ''),
('status', 'failed_checks', 'negative hold slack, negative setup slack', ''),
('global_route', 'gr-max-usage-layer', 'met2', ''),
('floorplan', 'pin_count', '76', ''),
('placed_design', 'pre_cts_slack', '-1700', 'ps'),
('logic_synthesis', 'ys_chip_area', '3350', 'um2'),
('detailed_routing', 'n_antenna_cell', '0', ''),
('final_timing', 'slew_headroom', '0.684', ''),
('floorplan', 'fp_util', '0.410', ''),
('cells_and_area', 'final_layout_size_suffix_gt1_frac', '0.577', ''),
('setup_path', 'worst-endpoint-required', '1300', 'ps'),
('detailed_routing', 'route.final.wire_length', '13.6', 'mm'),
('placed_design', 'port_buf_inserts', '75', ''),
('global_route', 'gr-usage-met1', '0.464', ''),
('floorplan', 'site_row_count', '33', ''),
('floorplan', 'chip_area', '8760', 'um2'),
('final_timing', 'layout_min_cycle_time', '1990', 'ps'),
('clocking', 'cts_tree', 'yes', ''),
('setup_path', 'critical_path_arrival', '2200', 'ps'),
('power_and_ir_drop', 'total_power', '5500', 'uW'),
('hold_path', 'holdCritPathClass', 'input pin to async pin', ''),
('setup_path', 'worstSetupStartpointType', 'input pin', ''),
('cells_and_area', 'finish.instance_area', '6300', 'um2'),
('placed_design', 'instance_count_after_placement_with_tap_cells_included', '626', ''),
('cells_and_area', 'area.sequential', '926', 'um2'),
('cells_and_area', 'instances_no_fill', '684', ''),
('clocking', 'clk_root_buffer_cell', 'sky130_fd_sc_hd__clkbuf_8', ''),
('setup_path', 'timing_worst_setup_path_type', 'input pin to flip-flop', ''),
('floorplan', 'fp.coreArea', '8180', 'um2'),
('detailed_routing', 'wl_per_cell', '19.9', 'um'),
('final_timing', 'maxSlewViolCount', '0', ''),
('detailed_routing', 'drtAntennaViolNets', '0', ''),
('logic_synthesis', 'netlist_top_cells_area', 'sky130_fd_sc_hd__dfrtp_1 (28%), sky130_fd_sc_hd__ha_1 (13%), sky130_fd_sc_hd__inv_1 (5.8%), sky130_fd_sc_hd__a221o_1 (5.1%), sky130_fd_sc_hd__o32ai_2 (4.8%)', ''),
('logic_synthesis', 'post_synth_regs', '37', ''),
('logic_synthesis', 'synth_cells', '372', ''),
('final_timing', 'final_critical_path_setup_slack', '-893', 'ps'),
('clocking', 'h-tree-depth', '2', ''),
('final_timing', 'rsz0062_at_grt', 'true', ''),
('logic_synthesis', 'synth-warning-count', '1', ''),
('floorplan', 'height_of_the_chip', '93.6', 'um'),
('logic_synthesis', 'top_area_frac', '0.276', ''),
('power_and_ir_drop', 'vdd_drop_max', '0.000534', 'V'),
('global_route', 'grtUsageTotal', '0.314', ''),
('logic_synthesis', 'edff_count_synth', '0', ''),
('detailed_routing', 'via_count_normalized_by_instance_count', '5.85', ''),
('logic_synthesis', 'asyncSetResetFlopFracSynth', '1.00', ''),
('global_route', 'antenna_found_initial', '0', ''),
('final_timing', 'finalSetupViolations', '33', ''),
('clocking', 'cts_num_sinks', '37', ''),
('placed_design', 'place.gp.congestion', '0.942', ''),
('placed_design', 'dp.final_hpwl', '9.45', 'mm'),
('logic_synthesis', 'syn_area_per_cell', '9.02', 'um2'),
('final_timing', 'final.period_utilization', '1.81', ''),
('logic_synthesis', 'post-synth-top-area-cell', 'sky130_fd_sc_hd__dfrtp_1', ''),
('final_timing', 'tightestPinTransition', '473', 'ps'),
('setup_path', 'worstPathMaxFanout', '8', ''),
('logic_synthesis', 'post_synth_num_cell_types', '51', ''),
('final_timing', 'timing_hold_violations_final', '37', ''),
('placed_design', 'postPlaceCellArea', '5210', 'um2'),
('flow_run', 'warning_count', '30', ''),
('final_timing', 'fin_hold_ws', '-117', 'ps'),
('flow_run', 'maxCapViolCount', '0', ''),
('global_route', 'grt_first_pass_wirelength', '20.5', 'mm'),
('detailed_routing', 'detail_route.first_pass.iterations', '4', ''),
('setup_path', 'timing.critical_path.to_type', 'flip-flop', ''),
('detailed_routing', 'route.vias.total', '4001', ''),
('clocking', 'clock_input_transition_at_the_sequential_cells_of_the_worst_setup_and_hold_paths', '80', 'ps'),
('logic_synthesis', 'syn-cell-area', '3350', 'um2'),
('global_route', 'met2_usage', '0.480', ''),
('final_timing', 'timing.fmax', '502', 'MHz'),
('power_and_ir_drop', 'p_leak', '0.00283', 'uW');
==> what timing repair did <==
action,in CTS,in global routing
gates resized,301,130
endpoints found under the setup margin,70,56
gates cloned,3,2
endpoints found under the hold margin,37,37
buffers inserted,30,19
pin swaps,64,68
==> flip-flops by register name, summed over array words and instances, names as in the netlist <==
| register | cells |
|---|---|
| max_value_1 | 12 |
| max_value_2 | 12 |
| max_value_3 | 12 |
| valid_out_relu | 1 |
==> worst max-delay path: stages <==
cell and delay (ps):
sky130_fd_sc_hd__buf_6 100, sky130_fd_sc_hd__inv_6 60, sky130_fd_sc_hd__ha_4 210, sky130_fd_sc_hd__and4b_2 220
sky130_fd_sc_hd__a2111o_1 380, sky130_fd_sc_hd__a21boi_2 210, sky130_fd_sc_hd__buf_4 160, sky130_fd_sc_hd__buf_8 120
sky130_fd_sc_hd__a211oi_2 60, sky130_fd_sc_hd__o21a_1 190, sky130_fd_sc_hd__o32ai_2 250
==> cell usage after synthesis (3+ instances only) <==
library cell	instances
sky130_fd_sc_hd__a221o_1	17
sky130_fd_sc_hd__a2bb2oi_1	11
sky130_fd_sc_hd__o22ai_1	11
sky130_fd_sc_hd__clkbuf_1	15
sky130_fd_sc_hd__o211ai_1	6
sky130_fd_sc_hd__a211oi_1	12
sky130_fd_sc_hd__a221oi_1	8
sky130_fd_sc_hd__ha_1	36
sky130_fd_sc_hd__dfrtp_1	37
sky130_fd_sc_hd__inv_1	52
sky130_fd_sc_hd__and3_1	10
sky130_fd_sc_hd__o32ai_2	10
sky130_fd_sc_hd__a211o_1	3
sky130_fd_sc_hd__nand4_1	7
sky130_fd_sc_hd__o21ai_0	3
sky130_fd_sc_hd__a21o_1	5
sky130_fd_sc_hd__nand2_1	11
sky130_fd_sc_hd__and4_1	5
sky130_fd_sc_hd__o21a_1	13
sky130_fd_sc_hd__mux2_1	4
sky130_fd_sc_hd__buf_2	5
sky130_fd_sc_hd__nor4_1	7
sky130_fd_sc_hd__nor2b_1	18
sky130_fd_sc_hd__a21oi_1	13
sky130_fd_sc_hd__nand3_1	6
sky130_fd_sc_hd__nor3_1	17
==> report_power, final <==
part           switching [uW]  internal (uW)
Combinational            1280           1620
Sequential               89.8           1540
Clock                     529            441
==> per-stage QoR <==
stage                     setup TNS [ps]  utilization
after detailed placement          -55140        0.637
after global routing              -27360        0.771
final                             -25350        0.771
after CTS                         -25730        0.723
after floorplan                   -27180            -
after global placement            -54280        0.637
==> layout by cell type (no fill, tap or decap), types with 10 or more instances in the layout <==
cell type                         synthesis  final
sky130_fd_sc_hd__buf_4                    2    125
sky130_fd_sc_hd__dfrtp_1                 37     37
sky130_fd_sc_hd__ha_4                     0     34
sky130_fd_sc_hd__buf_6                    0     32
sky130_fd_sc_hd__inv_1                   52     29
sky130_fd_sc_hd__clkbuf_2                 0     21
sky130_fd_sc_hd__a221o_1                 17     17
sky130_fd_sc_hd__nor2b_1                 18     17
sky130_fd_sc_hd__clkdlybuf4s15_1          0     16
sky130_fd_sc_hd__nor3_1                  17     15
sky130_fd_sc_hd__o21a_1                  13     13
sky130_fd_sc_hd__o32ai_2                 10     11
sky130_fd_sc_hd__nand2_1                 11     10
==> worst paths after layout <==
kind,from,endpoint,slack [ps],cells past startpoint
hold / removal,rst_n,max_value_1[11],-120,2
setup reg to reg,max_value_3[9],max_value_3[9],0,4
max in group asynchronous,rst_n,max_value_2[7],1030,2
setup / recovery,conv_out_2[2],max_value_1[7],-890,11
min in group clk0,conv_out_3[9],max_value_3[9],260,3
hold reg to reg,max_value_3[11],max_value_3[11],520,1
==> kinds of logic after synthesis <==
group	count (synthesis)	synth area share
AND/OR/NAND/NOR	90	0.156
buffers and inverters	74	0.0869
flip-flops	37	0.276
AND-OR/OR-AND	131	0.334
adder cells (fa/ha/maj)	36	0.134
multiplexers	4	0.0134
==> area by class of cell <==
cell class | count | share of cell area
clock buffer | 6 | 0.0115
clock inverter | 2 | 0.00159
inverter | 52 | 0.0429
multi-input combinational | 263 | 0.473
sequential | 37 | 0.147
tap | 105 | 0.0208
timing repair buffer | 219 | 0.303
==> metal layers <==
metal | up-vias | share of wire | routed length (um)
li1 | 1866 | - | -
met2 | 171 | 0.44 | 5980
met3 | 32 | 0.064 | 864
met4 | 0 | 0.038 | 513
met5 | - | 0 | 0
met1 | 1932 | 0.46 | 6240
